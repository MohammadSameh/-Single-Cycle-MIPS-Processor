==> /design/flow/run.sh <==
#!/bin/bash
# OpenROAD 26Q1-2900-gdf79404cd8, Yosys 0.63+post, stock flow scripts
make -C /OpenROAD-flow-scripts/flow DESIGN_CONFIG=/design/flow/config.mk WORK_HOME=/design/flow/orfs finish
==> /design/flow/config.mk <==
export PLATFORM = sky130hd
export DESIGN_NAME = mux_2_1
export DESIGN_NICKNAME = mux_2_1
export VERILOG_FILES = /design/flow/design.v
export SDC_FILE = /design/flow/constraint.sdc
export NUM_CORES = 4
export LEC_CHECK = 1
export CORE_AREA = 10 10 70 70
export DIE_AREA = 0 0 80 80
==> /design/flow/constraint.sdc <==
current_design mux_2_1

set clk_period 1.0
set clk_io_pct 0.2

create_clock -name clk0 -period $clk_period

set non_clock_inputs [all_inputs -no_clocks]
set_input_delay [expr $clk_period * $clk_io_pct] -clock clk0 $non_clock_inputs
set_output_delay [expr $clk_period * $clk_io_pct] -clock clk0 [all_outputs]
==> /design/flow/design.v <==
module mux_2_1(I0, I1, Sel, Out);
parameter WIDTH = 32;        
input [WIDTH-1:0] I0;       
input [WIDTH-1:0] I1;       
input Sel;                 
output [WIDTH-1:0] Out;    
assign Out = (Sel == 0) ? I0 : I1;   
endmodule
==> results.txt <==
Notes on the physical design

The flow ran to the end, but the final reports show violations. The checks that failed: setup timing. The count of buffers added on input and output ports is 97. The cell depth of the worst hold path is 3. The worst-path maximum fanout is 7.

The top-level I/O count is 97. At the worst endpoint, the required time is 800 ps. The synthesized netlist was found by Yosys to have 36 cells.

The max-slew headroom at the worst pin is 0.9592. The total area of sequential cells is 0 um^2. The proportion of layout cells with a drive suffix above 1 is 0.5616. The number of antenna violations at the first check in global routing is 0. The class of the most critical hold timing path is input port to output port. Setup repair after global routing could not meet its margin everywhere. In this build the clock could be raised as far as 850.8 MHz.

The count of tool warnings is 34. The number of detailed-routing iterations run before antenna repair is 2. The post-synthesis instance area is 544.3 um^2.

The biggest cell delay along the critical path is 300 ps. Per the detail_route report, routed wire per instance is 14.84 um. After routing, the total negative slack on setup checks comes to -5032 ps. The number of failing setup endpoints in the final timing report is 32. The height of the die is 80 um. The post-detailed-placement half-perimeter wirelength is 2.396 mm. The post-synthesis chip area from yosys is 544.3 um^2. The transition time at the pin with the least slew margin is 61.11 ps.

In the post-route analysis, the smallest setup slack over all paths is -175.4 ps. The aggregate global-route resource usage is 0.07873. The placement-stage worst setup slack is -496.6 ps.

Of the synthesized area, sequential elements account for 0. Looking at the critical path, the single cell with the biggest stage delay is mux2_4. The final timing summary puts the cycle share of the worst path at 1.175. The overall chip area is 0.006400 mm^2. For reference, the final report shows the hold violation count at 0. The arrival time at the worst endpoint is 980 ps. Per the GRT congestion report, total overflow comes to 0. The run reported a max-capacitance violation count of 0.

Summing all placed instances gives a cell area of 0.001536 mm^2. The placer's final routability congestion estimate is 0.7595. In the routed netlist, the antenna diode instances number 0.

The type of element capturing the critical path is an output port. The cell type that accounts for the most area after synthesis is mux2_4. Per the OpenROAD power report, leakage power amounts to 0.9905 nW. The largest net degree at the start of global routing is 8. The standard-cell row count is 21. The number of clock buffers in the layout is 0.

The final standard cell utilization of the core is 0.4971. The core box area is 0.003416 mm^2. For the worst min-delay path, the startpoint reported by OpenROAD is I0[24]. The wire length of the first global-routing pass is 4.146 mm. In this run the critical path is formed by buf_12 -> buf_12 -> buf_8 -> mux2_4 -> buf_6.

The count of buffer and inverter cells on the critical path is 4. STA classifies the critical path startpoint as an input port. The main area contributors are mux2_4 83%, buf_12 11%, mux2_2 4.1%, buf_6 2.1%. Dividing the synthesized area by the synthesized cell count gives 15.12 um^2. The number of different library cells in the post-synthesis netlist is 4. The starting utilization of the core area is 0.1593. TritonRoute reported its final design rule violation total as 0. The overall routed net length is 2.849 mm. The final non-filler cell area is 0.001698 mm^2.

The family with the most delay on the worst path is buffers and inverters. For this block, the initial DRC count from the detailed router was 4. The detailed router placed 730 vias in this run. The die span in x is 80 um. The number of warning messages in the yosys log is 0.

The ratio of routed vias to standard cells is 3.802. Hold analysis lists the worst path endpoint as Out[24]. Counting I/O delays and the setup requirement, the final critical path takes 1175 ps. Dividing total power by cell area gives a power density of 388.7 mW/mm^2. The antenna violation net count after detailed routing is 0. The most common cell type on the critical path is buf_12. The design has 0 sequential cells. The worst hold slack is 694.3 ps. The final-report max-slew violation count is 0. The worst vdd rail ir drop is 0.1734 mV. The area overhead of the layout relative to synthesis is 212.0%.

The top cell type's share of synthesized area is 0.8276. The number of global-route vias before repair is 824. Synthesis produced a netlist whose cell count is 36.

The critical path is of the input port to output port type.
## cells in the mapped netlist, drive strengths merged
library cell  number
mux2              32
buf                4
## cells in the final DEF (no fill, tap or decap)
cell type        Yosys  final
dlygate4sd2_1        0     40
mux2_4              30     32
buf_6                1     29
dlymetal6s2s_1       0     14
buf_2                0     12
clkdlybuf4s50_1      0     10
buf_12               3      3
buf_8                0      3
buf_4                0      2
buf_16               0      1
## through the flow
stage	std cells	total power, mW
floorplan	36	0.2063
global placement	177	0.6538
detailed placement	177	0.6549
CTS	192	0.6436
global route	192	0.7056
finish	192	0.6599
## timing repair
| action | 4_1_cts | 5_1_grt |
|---|---|---|
| hold endpoints to repair | 0 | 0 |
| gates cloned | 1 | 0 |
| setup buffers | 14 | 0 |
| hold buffers | 0 | 0 |
| gates resized | 170 | 23 |
| setup endpoints to repair | 32 | 32 |
## metal layers
layer	share of wire	GRT usage	vias to the layer above
met5	0	0	-
met4	0	0	0
met3	0.11	0.03068	0
met2	0.49	0.1429	51
met1	0.40	0.08965	317
li1	-	-	362
## cell type report
cell class / count / area (um^2)
repair buffers: 114 / 1160
fillers: 327 / 1718
multi-input cells: 32 / 480.5
well taps: 46 / 57.56
## power by group
group | internal [mW] | leakage (nW) | switching, mW
logic | 0.519 | 0.990 | 0.141
clock network | 0 | 0 | 0
registers | 0 | 0 | 0
## tightest hold or removal path: stages
cell and delay, ps:
dlymetal6s2s_1 80, mux2_4 130, buf_2 80
## worst max-delay path by stage
| stage | startpoint | depth (start not counted) | to | slack, ps |
|---|---|---|---|---|
| 6_report | Sel | 5 | Out[31] | -180 |
| 5_1_grt | Sel | 5 | Out[31] | -190 |
| 4_1_cts | Sel | 5 | Out[0] | -180 |
## kinds of logic (layout without fill, tap and decap cells)
logic type | after synthesis | after routing | synth area share
muxes | 32 | 32 | 0.8690
buffers and inverters | 4 | 114 | 0.1310
No activity file was given, so power comes from the tool's default toggle rates.
