--- flow/design.v ---
module alu (SrcA, SrcB, ALUControl, Zero, ALUResult);
input  [31:0] SrcA, SrcB;      
input  [2:0]  ALUControl;      
output        Zero;            
output reg [31:0] ALUResult;   
assign Zero = (ALUResult == 0) ? 1'b1 : 1'b0;
always @(*) begin
    case (ALUControl)
        3'b000: begin
            ALUResult = SrcA & SrcB;   
        end
        3'b001: begin
            ALUResult = SrcA | SrcB;   
        end
        3'b010: begin
            ALUResult = SrcA + SrcB;   
        end
        3'b110: begin
            ALUResult = SrcA - SrcB;   
        end
        3'b111: begin
            if (SrcA < SrcB) begin
                ALUResult = 32'b1;
            end
            else begin
                ALUResult = 32'b0;
            end
        end
        default: begin
            ALUResult = 32'b0;   
        end
    endcase
end
endmodule
--- flow/run.sh ---
#!/bin/bash
# OpenROAD 26Q1-2900-gdf79404cd8, Yosys 0.63+post, stock flow scripts
make -C /OpenROAD-flow-scripts/flow DESIGN_CONFIG=/design/flow/config.mk WORK_HOME=/design/flow/orfs finish
--- flow/config.mk ---
export PLATFORM = sky130hd
export DESIGN_NAME = alu
export DESIGN_NICKNAME = alu
export VERILOG_FILES = /design/flow/design.v
export SDC_FILE = /design/flow/constraint.sdc
export NUM_CORES = 4
export LEC_CHECK = 1
export CORE_UTILIZATION = 30
--- flow/constraint.sdc ---
current_design alu

set clk_period 25.3
set clk_io_pct 0.2

create_clock -name clk0 -period $clk_period

set non_clock_inputs [all_inputs -no_clocks]
set_input_delay [expr $clk_period * $clk_io_pct] -clock clk0 $non_clock_inputs
set_output_delay [expr $clk_period * $clk_io_pct] -clock clk0 [all_outputs]
==> insert_results.sql <==
-- load yosys + openroad results
INSERT INTO impl_metrics (metric_group, metric, value, unit) VALUES
('logic_synthesis', 'post_synth_main_area_contributors', 'ha_1, inv_1, a21oi_1, nand2_1, nor2_1', ''),
('run', 'drv_cap', '0', ''),
('min_path', 'min-delay-path-class', 'in2out', ''),
('global_routing', 'grt.total_usage', '21.7', '%'),
('floorplan', 'row_count', '48', ''),
('power_and_ir_drop', 'switching_share', '57.5', '%'),
('timing', 'report.final.slew_viol_count', '0', ''),
('finish', 'sequential_cell_area', '0', 'um^2'),
('logic_synthesis', 'simple_gate_share', '21.1', '%'),
('logic_synthesis', 'synthCells', '811', ''),
('power_and_ir_drop', 'power.net_switching', '0.0854', 'mW'),
('timing', 'finalClockPeriodUsage', '57.7', '%'),
('floorplan', 'die_height', '136', 'um'),
('place', 'dpl.cell_count', '1099', ''),
('global_routing', 'first_pass_grt_wire_length', '31300', 'um'),
('finish', 'sequential_cell_total', '0', ''),
('min_path', 'hold_path.startpoint', 'ALUControl[0]', ''),
('timing', 'report.final.setup_viol', '0', ''),
('floorplan', 'chip_area', '0.0185', 'mm^2'),
('logic_synthesis', 'yosys-dominant-comb-family', 'AND-OR/OR-AND gates', ''),
('logic_synthesis', 'syn_area', '0.00539', 'mm^2'),
('power_and_ir_drop', 'power_frac_clock', '0', '%'),
('drt', 'met3_wirelength', '1520', 'um'),
('floorplan', 'core-area', '0.0174', 'mm^2'),
('clock_network', 'cts.hold.buffers_added', '0', ''),
('drt', 'drt_iter0_markers', '604', ''),
('clock_network', 'cts_setup_buffers', '0', ''),
('setup_path', 'worst_ep_required_time', '20.24', 'ns'),
('floorplan', 'die.size.x', '136', 'um'),
('finish', 'instances_no_fill', '1099', ''),
('logic_synthesis', 'yosysUniqueCellTypes', '80', ''),
('setup_path', 'criticalPathCategory', 'in2out', ''),
('finish', 'clock_tree_buffer_count_of_the_final_layout', '0', ''),
('run_status', 'outcome', 'complete, no violations', ''),
('timing', 'timing.setup.tns', '0', 'ns'),
('logic_synthesis', 'synth.top_cells.by_count', 'inv_1, ha_1, a21oi_1, nand2_1, nor2_1', ''),
('timing', 'finalWorstPathRequiredPeriod', '14.60', 'ns'),
('timing', 'finalHoldViolations', '0', ''),
('power_and_ir_drop', 'peakVddDrop', '0.0000115', 'V'),
('place', 'dp.final_hpwl', '16000', 'um'),
('setup_path', 'worst_setup_path_start_kind', 'input port', ''),
('drt', 'drt.antenna.violating_nets', '0', ''),
('logic_synthesis', 'adder_share', '24.4', '%'),
('drt', 'detail_route.wl_per_cell', '18.0', 'um'),
('global_routing', 'antenna_found_initial', '0', ''),
('setup_path', 'crit_path_end_kind', 'output pin', ''),
('setup_path', 'max_fanout_on_critical_path', '4', ''),
('logic_synthesis', 'yosys-mux-area-fraction', '4.27', '%'),
('setup_path', 'worstPathArrival', '9.54', 'ns'),
('finish', 'n_fill_cell', '1880', ''),
('drt', 'vias_per_cell', '5.60', ''),
('logic_synthesis', 'ys_sh_aoi', '36.6', '%'),
('logic_synthesis', 'yosysTopAreaCellShare', '23.7', '%'),
('timing', 'tightestPinTransition', '0.822', 'ns'),
('power_and_ir_drop', 'seq_power_share', '0', '%'),
('clock_network', 'post_cts.resized_instances', '0', ''),
('drt', 'antenna-diode-count', '0', ''),
('power_and_ir_drop', 'p_per_area', '22.7', 'mW/mm^2'),
('setup_path', 'critical_path.startpoint', 'SrcA[1]', ''),
('run', 'number_of_warning_messages_in_the_logs', '102', ''),
('drt', 'wirelength_met1', '9400', 'um'),
('logic_synthesis', 'yosys.cell_count.top_type', 'inv_1', ''),
('drt', 'met2_length', '8700', 'um'),
('place', 'port_buffers', '100', ''),
('drt', 'routed-via-count', '6156', ''),
('power_and_ir_drop', 'static-leakage-power', '2.92', 'nW'),
('timing', 'setup_repair_after_global_routing_missed_its_margin', 'no', ''),
('global_routing', 'pin_count_of_the_biggest_net_entering_global_routing', '53', ''),
('logic_synthesis', 'postSynthAreaPerCell', '6.65', 'um^2'),
('logic_synthesis', 'synth-cells-yosys', '811', ''),
('floorplan', 'floorplan.initialDensity', '30.9', '%');
==> layout make-up <==
| type | count | area [um^2] | share of cell area (%) |
|---|---|---|---|
| inverters | 109 | 409 | 6.27 |
| multi-input cells | 658 | 4790 | 73.4 |
| well taps | 225 | 282 | 4.31 |
| repair buffers | 107 | 1050 | 16.1 |
==> power by group through the flow <==
stage | combinational (mW) | clock (mW) | sequential, mW
CTS | 0.147 | 0 | 0
global route | 0.163 | 0 | 0
finish | 0.148 | 0 | 0
==> worst max-delay path: stages <==
cell and delay (ns):
clkdlybuf4s50_1 0.56, inv_1 0.11, ha_1 0.32, o21ba_1 0.21, or4_4 0.46, a2111oi_2 0.45, a211oi_2 0.13, o21bai_1 0.27
a21oi_1 0.25, a221oi_1 0.35, o22ai_1 0.18, nor4_1 0.39, nand4b_1 0.17, nor2_1 0.17, clkdlybuf4s50_1 0.48
==> worst paths after layout <==
kind / to / slack, ns / cells past startpoint
worst max-delay path: Zero / 10.70 / 15
worst min-delay path: ALUResult[1] / 11.22 / 4
==> cells in the final DEF (no fill, tap or decap), types with 11 or more instances in the layout <==
cell               n
a21o_1            13
inv_1            105
ha_1             102
mux2i_1           23
nand2_1           64
a211oi_1          17
nor3_1            21
nand3_1           16
o21bai_1          13
o31ai_1           17
o21ai_0           37
o211ai_1          11
o22ai_1           14
clkdlybuf4s50_1   99
a21oi_1           71
xnor2_1           14
nand4_1           11
nor2_1            63
==> through the flow <==
stage / total power [mW] / util [%] / setup WS (ns) / area, um^2
floorplan: 0.0902 / - / 12.50 / 5390
global placement: 0.147 / 37.5 / 10.81 / 6530
detailed placement: 0.146 / 37.5 / 10.81 / 6530
CTS: 0.147 / 37.5 / 10.80 / 6530
global route: 0.163 / 37.5 / 10.54 / 6530
finish: 0.148 / 37.5 / 10.70 / 6530
==> cell families (layout without fill, tap and decap cells) <==
family,Yosys count,after routing
xor+xnor,15,15
mux,23,23
fa+ha+maj,104,104
compound gates,283,283
buf+inv,153,216
simple gates,233,233
==> layer usage <==
layer	vias to the layer above	global-route usage [%]
li1	3058	-
met1	2816	33.0
met2	268	34.0
met3	14	1.98
met4	0	1.85
met5	-	0
No activity file was given, so power comes from the tool's default toggle rates.
