<file path="design/flow/config.mk">
export PLATFORM = sky130hd
export DESIGN_NAME = register_file
export DESIGN_NICKNAME = register_file
export VERILOG_FILES = /design/flow/design.v
export SDC_FILE = /design/flow/constraint.sdc
export NUM_CORES = 4
export LEC_CHECK = 1
export CORE_UTILIZATION = 50
</file>
<file path="design/flow/constraint.sdc">
current_design register_file

set clk_period 7.5
set clk_io_pct 0.2

create_clock -name clk0 -period $clk_period [get_ports {clk}]

set non_clock_inputs [all_inputs -no_clocks]
set_input_delay [expr $clk_period * $clk_io_pct] -clock clk0 $non_clock_inputs
set_output_delay [expr $clk_period * $clk_io_pct] -clock clk0 [all_outputs]
</file>
<file path="design/flow/design.v">
module register_file(
    clk,           
    rst_n,         
    A1,            
    A2,            
    A3,            
    WD3,           
    WE3,           
    RD1,           
    RD2            
);
input WE3;                 
input clk;                 
input rst_n;               
input [31:0] WD3;         
input [4:0] A1, A2, A3;   
output reg [31:0] RD1, RD2;  
reg [31:0] reg_file [31:0];  
integer i;  
always @(posedge clk or negedge rst_n) begin
    if (!rst_n) begin
        for (i = 0; i < 32; i = i + 1) begin
            reg_file[i] <= 0;
        end
    end
    else begin
        if (WE3) begin
            reg_file[A3] <= WD3;
        end
    end
end
always @(*) begin
    RD1 = reg_file[A1];
    RD2 = reg_file[A2];
end
endmodule
</file>
<file path="design/flow/run.sh">
#!/bin/bash
# OpenROAD 26Q1-2900-gdf79404cd8, Yosys 0.63+post, stock flow scripts
make -C /OpenROAD-flow-scripts/flow DESIGN_CONFIG=/design/flow/config.mk WORK_HOME=/design/flow/orfs finish
</file>
==> impl_metrics.env <==
# flow metrics
export IMPL_timing_reg2reg_worst_path_depth=1
export IMPL_cts_hold_buffers_added=0
export IMPL_port_buffer_cells=113
export IMPL_r2r_slack_ns=6.62
export IMPL_p_leak_nw=25.9
export IMPL_pin_count_of_the_biggest_net_entering_global_routing=122
export IMPL_final_hold_violation_count=0
export IMPL_drt_via_density=7.79
export IMPL_final_seq_area_um2=25600
export IMPL_ys_async_sr_fraction=1.00
export IMPL_yosysCellCount=4394
export IMPL_logic_area_um2=24900
export IMPL_dr_first_iter_drc_count=6333
export IMPL_largest_fanout_on_the_critical_path=32
export IMPL_post_cts_buffers=0
export IMPL_wl_um=286000
export IMPL_fin_skew_ns=0
export IMPL_cts_root_buffer="clkbuf_16"
export IMPL_syn_to_final_growth_pct=15.2
export IMPL_critPathBufInv=5
export IMPL_gp_congestion=1.08
export IMPL_initCoreUtil=0.508
export IMPL_filler_cell_count=8371
export IMPL_type_of_the_worst_setup_path="input port to primary output"
export IMPL_hold_start="reg_file[24][24]"
export IMPL_ir_worst_vdd_uv=195
export IMPL_grt_pass1_vias=45400
export IMPL_clkSlewWorstSetupHoldPaths_ns=0.06
export IMPL_tns_ns=0
export IMPL_slew_headroom=0.182
export IMPL_critical_path_slowest_cell="nor2_1"
export IMPL_layout_min_cycle_time_ns=6.93
export IMPL_worstHoldPathCells=1
export IMPL_globalRouteOverflowTotal=0
export IMPL_chip_area_um2=105000
export IMPL_dr_pass1_iters=10
export IMPL_postSynthCellCount=4394
export IMPL_postSynth_topFlopCell="dfrtp_1"
export IMPL_die_height_um=324
export IMPL_rr_endpoint="reg_file[31][1]"
export IMPL_r2r_start="reg_file[31][1]"
export IMPL_netlist_area_um2=51900
export IMPL_clock_latency_ns=0.71
export IMPL_critical_path_cell_chain="buf_2 -> buf_12 -> nand2b_1 -> buf_4 -> nor2_1 -> buf_4 -> a21oi_1 -> o21ai_0 -> or4_1 -> o22a_1 -> clkdlybuf4s50_1"
export IMPL_drt_antenna_violating_nets=0
export IMPL_stdcell_area_um2=59800
export IMPL_drive_above_1_share=0.361
export IMPL_sequential_area_share_after_synthesis=0.493
export IMPL_slowest_delay_ns=0.86
export IMPL_critical_path_top_cell_by_count="buf_4"
export IMPL_top_register="reg_file"
export IMPL_largest_register_ff_count=1024
export IMPL_critPathTopFamily="buffers and inverters"
export IMPL_run_status="finished clean"
export IMPL_worst_setup_sp_type="input port"
export IMPL_rsz0062_at_grt="false"
export IMPL_timing_hold_worst_endpoint="reg_file[24][24]"
export IMPL_h_tree_depth=3
export IMPL_power_per_cell_area_nw_per_um2=266
export IMPL_ios=114
export IMPL_setup_violations_final=0
export IMPL_grtUsageTotal=0.569
export IMPL_number_of_design_rule_violations_left_after_detail_routing=0
export IMPL_worst_setup_path_end_kind="primary output"
export IMPL_final_min_period_over_clock_period=0.924
export IMPL_synthesis_area_per_instance_um2=11.8
export IMPL_worst_slew_pin_slew_ns=1.23
export IMPL_grt_antenna_before_repair=22
export IMPL_floorplan_core_area_um2=102000
export IMPL_final_core_utilization=0.585
export IMPL_crit_start="A2[2]"
export IMPL_timing_max_cap_violations=0
export IMPL_synth_ff_latch_count=1024
export IMPL_tool_warnings=50
export IMPL_dpl_cell_area_um2=56000
export IMPL_ctsResizeCount=0
export IMPL_cts_sink_count=1024
export IMPL_finalPower_mw=15.9
export IMPL_hpwlAfterDp_um=179000
export IMPL_cts_max_path_bufs=3
export IMPL_routedWlPerCell_um=47.9
export IMPL_crit_cells=11
export IMPL_ys_area_um2=51900
export IMPL_global_route_wire_length_before_repair_um=387000
export IMPL_critPathRequiredTime_ns=6.00
export IMPL_max_freq_mhz=144
export IMPL_die_w_um=324
export IMPL_cts_tree="yes"
export IMPL_synth_cell_type_count=70
export IMPL_vias=46600
export IMPL_worstHoldPathType="flop to flop"
export IMPL_final_max_slew_viol_count=0
export IMPL_critical_path_arrival_ns=5.43
export IMPL_yosysWarningCount=2
export IMPL_top_regs="reg_file x1024"
export IMPL_core_rowCount=117
export IMPL_cts_made_buffers=111
export IMPL_edf_count=0
[synthesized netlist by cell type, types with 30 or more instances]
master,number,area share
buf_4,32,0.0046
nand4_1,93,0.011
a22o_1,54,0.0091
clkbuf_1,173,0.013
nor3_1,58,0.0056
nand3_1,44,0.0042
mux2_2,1052,0.23
o21ai_0,30,0.0029
buf_1,47,0.0034
nor2_1,174,0.013
nand2_1,211,0.015
buf_2,173,0.017
dfrtp_1,1024,0.49
a21oi_1,79,0.0076
a22oi_1,692,0.10
mux2i_1,61,0.012
a221oi_1,40,0.0067
[logic make-up (layout without fill, tap and decap cells)]
group,Yosys count,in the layout,share of synthesized area
compound gates,1074,1074,0.155
buf+inv,431,622,0.0381
simple gates,748,748,0.0719
mux,1117,1117,0.242
flops,1024,1024,0.493
other cells,0,25,0
[stage by stage]
step,hold WS (ns),worst slack (ns),cells
after CTS,0.528,0.914,5953
after detailed placement,0.514,0.914,5746
final,0.531,0.568,5978
after global placement,0.512,0.949,5746
after floorplan,0.493,2.97,4394
after global routing,0.543,0.718,5957
[cell usage in the layout (no fill, tap or decap), drive strengths merged, types with 40 or more instances in the layout]
cell,count
mux2,1052
dfrtp,1024
a22oi,692
buf,310
nand2,213
nor2,194
clkbuf,167
clkdlybuf4s50,102
nand4,93
a21oi,79
nor3,65
mux2i,61
a22o,54
nand3,44
a221oi,40
[routing by layer]
metal	global-route usage	part of all wire
met2	0.712	0.39
met4	0.367	0.090
met1	0.714	0.34
met3	0.383	0.18
met5	0.0543	0.0033
[power by group]
group / total [mW] / switching [mW] / leakage (nW) / internal (mW)
combinational: 2.43 / 1.17 / 11.0 / 1.26
clock: 5.76 / 2.40 / 1.86 / 3.36
sequential: 7.71 / 1.11 / 13.1 / 6.60
total: 15.9 / 4.67 / 25.9 / 11.2
[cell type report]
type	count	area share
diodes	25	0.00105
clock inverters	40	0.00761
inverters	3	0.000188
repair buffers	412	0.0625
flip-flops and latches	1024	0.428
multi-input cells	2939	0.416
well taps	1368	0.0286
clock buffers	167	0.0557
[worst max-delay path by stage]
stage	to	slack (ns)
4_1_cts	RD1[5]	0.91
5_1_grt	RD2[18]	0.72
6_report	RD2[18]	0.57
Power and IR drop assume default switching activity.
